==> flow/design.v <==
`timescale 1ns/100fs
module SRAM_myname (A,CE,WEB,OEB,CSB,I,O);
input 				CE;
input 				WEB;
input 				OEB;
input 				CSB;
input 	[6:0] 		A;
input 	[15:0] 	I;
output 	[15:0] 	O;
reg    	[15:0]   	memory[127:0];
reg  	[15:0]	data_out1;
reg 	[15:0] 	O;
wire 				RE;
wire 				WE;
and u1 (RE, ~CSB,  WEB);
and u2 (WE, ~CSB, ~WEB);
always @ (posedge CE) 
	if (RE)
		data_out1 = memory[A];
	else 
	   if (WE)
		memory[A] = I;
always @ (data_out1 or OEB)
	if (!OEB) 
		O = data_out1;
	else
		O =  16'bz;
endmodule
==> flow/run.sh <==
#!/bin/bash
# OpenROAD 26Q1-2900-gdf79404cd8, Yosys 0.63+post, stock flow scripts
make -C /OpenROAD-flow-scripts/flow DESIGN_CONFIG=/design/flow/config.mk WORK_HOME=/design/flow/orfs finish
==> flow/config.mk <==
export PLATFORM = sky130hd
export DESIGN_NAME = SRAM_myname
export DESIGN_NICKNAME = SRAM_myname
export VERILOG_FILES = /design/flow/design.v
export SDC_FILE = /design/flow/constraint.sdc
export NUM_CORES = 4
export LEC_CHECK = 1
export CORE_UTILIZATION = 50
==> flow/constraint.sdc <==
current_design SRAM_myname

set clk_period 48.8
set clk_io_pct 0.2

create_clock -name clk0 -period $clk_period [get_ports {CE}]

set non_clock_inputs [all_inputs -no_clocks]
set_input_delay [expr $clk_period * $clk_io_pct] -clock clk0 $non_clock_inputs
set_output_delay [expr $clk_period * $clk_io_pct] -clock clk0 [all_outputs]
==> run_results.csv <==
group,metric,value,unit
synthesis,largest_area_cell,"edfxtp_1",
power,p_leak,28.7,nW
clocking,numCtsBuffers,206,
timing,slew_headroom,25.5,%
timing,setup_ws,34090,ps
power,ir_drop,39.7,uV
placement,preCtsSetupSlack,33390,ps
cells_and_area,area_growth,12.4,%
global_route,grt_overflow,0,
placement,dpl.hpwl,146000,um
placement,gp_congestion,0.959,
synthesis,async_flop_share,0,%
synthesis,yosysSeqAreaShare,76.9,%
routing,vias_per_cell,6.44,
synthesis,synth.avg_cell_area,16.9,um2
routing,drc,0,
synthesis,ys_ff,2064,
synthesis,syn_area,80600,um2
timing,clock.fmax,68.0,MHz
timing,tns,0,ps
cells_and_area,stdcell_area,90600,um2
hold_path,hold_class,"flip-flop to flip-flop",
clocking,path_clk_slew,60,ps
global_route,grt_pass1_vias,47900,
flow_run,tool_warnings,27,
synthesis,top_area_share,76.9,%
synthesis,edf_count,2064,
floorplan,chipWidth,404,um
timing,finalCritPeriodShare,30.1,%
timing,whs,898,ps
placement,portBuffers,41,
routing,dr_total_vias,46900,
power,p_per_area,40.5,nW/um2
clocking,cts.path.max_buffers,3,
timing,hold_viol,0,
clocking,clkLatencyLatePin,840,ps
global_route,grt_pass1_wl,348000,um
worst_setup_path,start_kind,"input pin",
routing,drt-initial-drc-count,3301,
cells_and_area,stdcell_count,7281,
timing,tightest_slew,1110,ps
placement,place_area,84300,um2
floorplan,die_area,163000,um2
floorplan,initial_utilization,50.6,%
global_route,grt_max_degree,92,
global_route,antenna_found_initial,7,
clocking,htree_levels,4,
global_route,grt_use_total,34.0,%
clocking,cts_root_buf,"clkbuf_16",
flow_run,max_cap_violations,0,
clocking,clock-sinks,2064,
timing,setup_viol,0,
clocking,post_cts_buffers,0,
synthesis,ys_top_cells_by_count,"edfxtp_1 (2064), a21oi_1 (281), nor2_1 (257)",
clocking,post_cts_resized,0,
timing,finalClockSkew,27.5,ps
cells_and_area,drive_above_1_share,15.2,%
floorplan,rows,146,
worst_setup_path,worstSetupEndpointType,"flip-flop",
timing,slew_violations,0,
synthesis,area_leaders,"edfxtp_1 (77%), mux2i_1 (2.9%), a221oi_1 (2.7%)",
worst_setup_path,crit_required,49370,ps
synthesis,synth_stat.cells,4770,
run_status,status,"finished clean",
routing,detail_route.wl_per_cell,33.6,um
synthesis,yosysChipArea,80600,um2
placement,dp.cells,6897,
timing,rsz0062_at_grt,"false",
routing,antenna_left,0,
synthesis,ys.flop_type,"edfxtp_1",
worst_setup_path,crit_type,"input pin to flip-flop",
floorplan,die_h,404,um
floorplan,ios,43,
synthesis,syn_inst,4770,
worst_setup_path,path_max_fanout,53,
floorplan,coreArea,159000,um2
clocking,cts_tree,"yes",
routing,routed_wl,245000,um
worst_setup_path,arrival,15280,ps
clocking,cts_hold_buf,0,
timing,fin_crit,14710,ps
synthesis,synth_cell_types,77,
synthesis,yosys_warnings,2,
synthesis,most_common_cell,"edfxtp_1",
routing,firstDrtPassIters,5,
-- worst paths after layout --
path              slack [ps]            end  cells past startpoint      startpoint
setup / recovery       34090  data_out1[10]                     11            A[2]
hold / removal           900   data_out1[0]                      5  memory[125][0]
setup reg to reg       45590   data_out1[5]                      6   memory[70][5]
hold reg to reg          900   data_out1[0]                      5  memory[125][0]
-- cells in the final DEF (no fill, tap or decap), types with 8 or more instances in the layout --
| cell type | instances |
|---|---|
| a22o_1 | 16 |
| clkdlybuf4s50_1 | 19 |
| o22ai_1 | 78 |
| clkbuf_1 | 54 |
| nand4_1 | 10 |
| nand2_1 | 105 |
| a21o_1 | 10 |
| o21a_1 | 10 |
| o2bb2ai_1 | 18 |
| nand3_1 | 9 |
| buf_4 | 327 |
| o221ai_1 | 63 |
| mux2i_1 | 230 |
| o31ai_1 | 8 |
| nor2b_1 | 47 |
| a221o_1 | 18 |
| a222oi_1 | 11 |
| nor2_1 | 254 |
| a22oi_1 | 255 |
| clkinv_2 | 36 |
| a211o_1 | 39 |
| a211oi_1 | 74 |
| a21oi_1 | 281 |
| edfxtp_1 | 2064 |
| nand3b_1 | 42 |
| bufinv_16 | 9 |
| o211ai_1 | 10 |
| clkinv_1 | 59 |
| clkbuf_16 | 208 |
| a221oi_1 | 244 |
| mux2_2 | 120 |
| o22a_1 | 9 |
| mux4_2 | 22 |
| o21ai_0 | 200 |
-- cells by family after synthesis --
family | Yosys count | synth area share [%]
muxes | 373 | 5.16
DFF | 2064 | 76.9
buffers and inverters | 379 | 2.37
and+or+nand+nor | 540 | 3.17
AOI/OAI and AO/OA | 1414 | 12.4
-- sequential cells by signal, indices dropped and copies added (netlist names) --
| signal | flops |
|---|---|
| memory | 2048 |
| data_out1 | 16 |
-- cell type report --
type	count	area, um2
inverter	6	30.0
clock inverter	116	865
multi-input combinational	2327	16800
timing repair buffer	354	2750
antenna	6	15.0
tap	2146	2690
clock buffer	262	5410
fill	12000	68700
sequential	2064	62000
-- through the flow --
step | utilization [%] | power, W
final | 56.9 | 0.00367
after global routing | 56.8 | 0.00376
after CTS | 56.8 | 0.00368
after detailed placement | 52.9 | 0.00221
after global placement | 52.9 | 0.00221
after floorplan | - | 0.00210
-- worst max-delay path, stage by stage --
cell       delay (ps)
buf_8             370
nor2b_4           480
buf_4             550
buf_4             560
buf_4             650
buf_4             660
a22oi_1           190
o221ai_1          580
o221ai_1          370
or3_1             550
o2111ai_1         340
-- power breakdown --
part	switching (W)	internal (W)	total, W	leakage [nW]
clock	0.000657	0.000829	0.00149	3.06
combinational	0.000165	0.0000573	0.000223	7.12
sequential	0.00000134	0.00196	0.00196	18.6
-- metal layers --
layer / vias up / global-route usage, % / wire length, um
met1: 23300 / 44.7 / 80700
met5: - / 3.54 / 800
met3: 490 / 25.8 / 43300
met2: 3046 / 45.9 / 109000
li1: 20000 / - / -
met4: 22 / 11.1 / 10800
Power figures rest on the tool's default switching activity, not on a simulated workload.
